### flow/design.v
module PriorityEncoder(
  input wire [9:0] keypad,
  input wire enablen,
  output reg [3:0] D,
  output reg V
);
  always @ (*)
  begin
	if(enablen) begin
		D = 0; V = 1;
	end else begin
		D = (keypad[9]) ? (9) :
			 (keypad[8]) ? (8) :
			 (keypad[7]) ? (7) :
			 (keypad[6]) ? (6) :
			 (keypad[5]) ? (5) :
			 (keypad[4]) ? (4) :
			 (keypad[3]) ? (3) :
			 (keypad[2]) ? (2) :
			 (keypad[1]) ? (1) :
			 (keypad[0]) ? (0) : 4'bxxxx;
		V = (keypad[9]) ? 0 :
			 (keypad[8]) ? 0 :
			 (keypad[7]) ? 0 :
			 (keypad[6]) ? 0 :
			 (keypad[5]) ? 0 :
			 (keypad[4]) ? 0 :
			 (keypad[3]) ? 0 :
			 (keypad[2]) ? 0 :
			 (keypad[1]) ? 0 :
			 (keypad[0]) ? 0 : 1;
   end
  end
endmodule
### flow/run.sh
#!/bin/bash
# OpenROAD 26Q1-2900-gdf79404cd8, Yosys 0.63+post, stock flow scripts
make -C /OpenROAD-flow-scripts/flow DESIGN_CONFIG=/design/flow/config.mk WORK_HOME=/design/flow/orfs finish
### flow/config.mk
export PLATFORM = sky130hd
export DESIGN_NAME = PriorityEncoder
export DESIGN_NICKNAME = PriorityEncoder
export VERILOG_FILES = /design/flow/design.v
export SDC_FILE = /design/flow/constraint.sdc
export NUM_CORES = 4
export LEC_CHECK = 1
export CORE_AREA = 10 10 70 70
export DIE_AREA = 0 0 80 80
### flow/constraint.sdc
current_design PriorityEncoder

set clk_period 1.0
set clk_io_pct 0.2

create_clock -name clk0 -period $clk_period

set non_clock_inputs [all_inputs -no_clocks]
set_input_delay [expr $clk_period * $clk_io_pct] -clock clk0 $non_clock_inputs
set_output_delay [expr $clk_period * $clk_io_pct] -clock clk0 [all_outputs]
==> results.json <==
{
  "status": "finished with violations",
  "violations": "setup timing",
  "crit_buf_inv": 2,
  "setup_slack_ns": -0.272,
  "rsz0062_at_grt": "yes",
  "gp_congestion": 0.787,
  "overflow": 0,
  "swShare": 0.466,
  "fin_crit_ns": 1.27,
  "p_clk_frac": 0,
  "required_ns": 0.80,
  "pwr-share-comb": 1.000,
  "p_per_area_nw_per_um2": 314,
  "p_sw_uw": 50.4,
  "endpoint": "D[0]",
  "core-area_um2": 3420,
  "dp.cells": 80,
  "rows": 21,
  "yosysTopAreaCellShare": 0.220,
  "power_uw": 108,
  "cp.arrival_ns": 1.07,
  "syn_area_um2": 103,
  "avgSynthCellArea_um2": 6.04,
  "vias": 215,
  "drc": 0,
  "cp_num_cells": 5,
  "die.size.y_um": 80,
  "critPathSlowestCell": "a221o_1",
  "ant_nets": 0,
  "wl_um": 737,
  "ys.warnings.count": 1,
  "yosys.area.top_type": "nor2_1",
  "yosys.cell_count.top_type": "nor2_1",
  "ys_chip_area_um2": 103,
  "path_class": "primary input to primary output",
  "topCellsByArea": "nor2_1, nor4_1, a221oi_2, a221o_1, a2111oi_0",
  "nClkBuffers": 0,
  "p_seq_frac": 0,
  "yosys_cells": 17,
  "n_sequential_cell": 0,
  "mux_area_frac": 0,
  "whs_path_depth": 3,
  "ios": 16,
  "grt_pass1_vias": 211,
  "grt_pass1_wl_um": 1080,
  "simple_gate_area_frac": 0.463,
  "common_cells": "nor2_1, nor4_1, inv_1",
  "drive_above_1_share": 0.686,
  "layout.cells.non_filler": 81,
  "p_leak_uw": 0.000133,
  "syn_to_final_growth_pct": 237,
  "synth_cell_types": 9,
  "p_int_uw": 57.9,
  "antenna_found_initial": 0,
  "fillerInstances": 408,
  "initialDrtViolationCount": 1,
  "ys_sh_xor": 0,
  "ys_top_logic_family": "simple AND/OR/NAND/NOR gates",
  "port_buffers": 16,
  "crit_path_start": "keypad[2]",
  "grt.total_usage": 0.0205,
  "grt_start_max_net_pins": 6,
  "ys_seq_frac": 0,
  "cp-end-kind": "primary output",
  "cts_hold_buf": 0,
  "period_used_share": 1.27,
  "finalHoldViolCount": 0,
  "vdd_drop_max_mv": 0.0280,
  "tightest_slew_ns": 0.277,
  "ys_sh_aoi": 0.463,
  "initCoreUtil": 0.0300,
  "critPathMaxFanout": 2,
  "fmax_ghz": 0.786,
  "insertedDiodeCount": 0,
  "die_w_um": 80,
  "preCtsSetupSlack_ns": -1.14,
  "worst_setup_path_start_kind": "primary input",
  "die-area_um2": 6400,
  "ff_latch_area_um2": 0,
  "slew_viol_final": 0,
  "slew_headroom": 0.815,
  "warnings": 34,
  "setup_viol": 4,
  "cap_violations": 0,
  "hold_ws_ns": 0.720,
  "path_cells": "buf_6 > nand2b_4 > a221o_1 > a221oi_2 > buf_2",
  "ys_sh_adder": 0,
  "cp_top_family": "AND-OR/OR-AND gates",
  "tns_ns": -0.772,
  "drt_first_pass_iters": 3,
  "critPathMaxStageDelay_ns": 0.31,
  "synthCells": 17,
  "avgRoutedWirePerCell_um": 9.10,
  "hp-class": "primary input to primary output",
  "via_per_inst": 2.65
}
==> routing by layer <==
metal  routed length [um]  vias up  track usage
met4                    0        0            0
met3                   71        0      0.00682
li1                     -      103            -
met5                    0        -            0
met1                  295      102       0.0237
met2                  370       10       0.0377
==> cell families after synthesis <==
family,after synthesis
buffers and inverters,2
AND-OR/OR-AND,5
AND/OR/NAND/NOR,10
==> layout make-up <==
class | count | area (um2) | share of cell area
multi-input combinational | 15 | 150 | 0.435
tap | 46 | 57.6 | 0.167
inverter | 2 | 7.51 | 0.0217
timing repair buffer | 18 | 130 | 0.377
==> worst min path at each step <==
stage,from,endpoint,slack [ns]
after global routing,keypad[8],D[1],0.74
after CTS,enablen,D[1],0.77
final,keypad[8],D[1],0.72
==> power groups by stage <==
stage	Combinational (uW)	Sequential [uW]	Clock, uW
global route	118	0	0
finish	108	0	0
CTS	100	0	0
==> per-stage QoR <==
| stage | util | cell area [um2] |
|---|---|---|
| 2_1_floorplan | - | 103 |
| 3_3_place_gp | 0.0960 | 328 |
| 3_5_place_dp | 0.0960 | 328 |
| 4_1_cts | 0.0949 | 324 |
| 5_1_grt | 0.101 | 345 |
| 6_report | 0.101 | 345 |
==> placed cells by master (no fill, tap or decap), drive strengths merged, types with 2 or more instances in the layout <==
master,instances
clkdlybuf4s15,4
nor2,6
buf,12
inv,2
nor4,3
==> timing repair <==
action | in CTS | in global routing
setup buffers | 1 | 0
pin swaps | 7 | 4
endpoints found under the setup margin | 5 | 5
gates resized | 60 | 5
No activity file was given, so power comes from the tool's default toggle rates.
