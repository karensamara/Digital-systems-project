<file path="./design.v">
module decoder_7seg(
     input wire [3:0] sec_ones, sec_tens, min,
     output reg [0:6] sec_ones_segs, sec_tens_segs, min_segs
    );
    always @(*)  
    begin
        case (sec_ones) 
           0 : sec_ones_segs = 7'b0000001;
            1 : sec_ones_segs = 7'b1001111;
            2 : sec_ones_segs = 7'b0010010;
            3 : sec_ones_segs = 7'b0000110;
            4 : sec_ones_segs = 7'b1001100;
            5 : sec_ones_segs = 7'b0100100;
            6 : sec_ones_segs = 7'b0100000;
            7 : sec_ones_segs = 7'b0001111;
            8 : sec_ones_segs = 7'b0000000;
            9 : sec_ones_segs = 7'b0000100;
            default : sec_ones_segs = 7'b1111111; 
        endcase
         case (sec_tens) 
            0 : sec_tens_segs = 7'b0000001;
            1 : sec_tens_segs = 7'b1001111;
            2 : sec_tens_segs = 7'b0010010;
            3 : sec_tens_segs = 7'b0000110;
            4 : sec_tens_segs = 7'b1001100;
            5 : sec_tens_segs = 7'b0100100;
            6 : sec_tens_segs = 7'b0100000;
            7 : sec_tens_segs = 7'b0001111;
            8 : sec_tens_segs = 7'b0000000;
            9 : sec_tens_segs = 7'b0000100;
            default : sec_tens_segs = 7'b1111111; 
        endcase
         case (min) 
            0 : min_segs = 7'b0000001;
            1 : min_segs = 7'b1001111;
            2 : min_segs = 7'b0010010;
            3 : min_segs = 7'b0000110;
            4 : min_segs = 7'b1001100;
            5 : min_segs = 7'b0100100;
            6 : min_segs = 7'b0100000;
            7 : min_segs = 7'b0001111;
            8 : min_segs = 7'b0000000;
            9 : min_segs = 7'b0000100;
            default : min_segs = 7'b1111111; 
        endcase
    end
endmodule
</file>
<file path="./run.sh">
#!/bin/bash
# OpenROAD 26Q1-2900-gdf79404cd8, Yosys 0.63+post, stock flow scripts
make -C /OpenROAD-flow-scripts/flow DESIGN_CONFIG=/design/flow/config.mk WORK_HOME=/design/flow/orfs finish
</file>
<file path="./config.mk">
export PLATFORM = sky130hd
export DESIGN_NAME = decoder_7seg
export DESIGN_NICKNAME = decoder_7seg
export VERILOG_FILES = /design/flow/design.v
export SDC_FILE = /design/flow/constraint.sdc
export NUM_CORES = 4
export LEC_CHECK = 1
export CORE_AREA = 10 10 70 70
export DIE_AREA = 0 0 80 80
</file>
<file path="./constraint.sdc">
current_design decoder_7seg

set clk_period 1.1
set clk_io_pct 0.2

create_clock -name clk0 -period $clk_period

set non_clock_inputs [all_inputs -no_clocks]
set_input_delay [expr $clk_period * $clk_io_pct] -clock clk0 $non_clock_inputs
set_output_delay [expr $clk_period * $clk_io_pct] -clock clk0 [all_outputs]
</file>
==> results_slide.txt <==
Synthesis and Place & Route Summary

Pwr
  • PD cells: 374 mW/mm²
  • Lkg Pwr: a little over 0.7 nW
  • Peak supply drop: 0.166 mV
  • Final Power: 0.612 mW

Cells and area
  • Comb area: ~890 µm²
  • Flip-flops: 0
  • Filler cells: between 200 and 300
  • CLK BUF: 0
  • Ratio of cells with drive above 1 in the final layout: 79.6%
  • Area growth, synth to finish: 156%
  • Post-Layout Cell Count: 208
  • FF+latch area: 0 µm²

Place
  • Dpl cells: 189
  • Hpwl dp: approximately 1600 µm
  • Global placer's final weighted congestion: 0.843
  • Port Buf Inserts: 33

Worst setup path
  • Critical-path cell list: buf_8, inv_8, ha_4, or2_1, a21oi_2, buf_4, a21oi_2, buf_2
  • Crit path max fanout: 3
  • Crit path from: sec_tens[1]
  • Crit Path Category: in -> out
  • WP data arrival: 1.15 ns
  • Buffers and inverters on the worst path: 4
  • Top delay family on crit path: buffers and inverters
  • Max stage delay on crit path: 0.22 ns
  • CP dominant cell by count: a21oi_2
  • Slowest stage cell, crit path: or2_1
  • CP required: 0.88 ns
  • CP Launch Type: input pin
  • Critical Path Sink: sec_tens_segs[3]
  • Critical Path Sink Type: output port
  • Cell depth of the worst setup path: 8

Detailed routing
  • Inserted Diodes: 0
  • Drt pass-1 iters: 2
  • Via density per instance: approximately 4.2
  • Wire per inst: 12.4 µm
  • Via count: between 800 and 900
  • # DRC: 0
  • Drt total wl: roughly 2600 µm
  • 1st-iter DRT viols: approximately 50
  • DRT antenna net count: 0

Final timing
  • Setup TNS: -2.21 ns
  • Hold Slack: ~0.76 ns
  • Worst-Margin Slew: around 0.2 ns
  • Final setup vio count: 20
  • Final Hold Viols: 0
  • Fmax: between 0.7 and 0.8 GHz
  • Slew HR: between 80 and 90%
  • Crit path time final: 1.37 ns
  • Final period util: 125%
  • Final worst setup slack: -0.274 ns
  • Final max-slew violation count: 0
  • Unrepaired setup endpoints after global routing: yes

Global route
  • Largest net degree at the start of global routing: 11
  • GRT Overall Usage: 8.06%
  • Vias in the first global route: about 900
  • Initial antenna violation count: 0
  • Global-route wire length before repair: approximately 4400 µm
  • Gr ovfl total: 0

Floorplan
  • Die H: 80 µm
  • # IOs: 33
  • Row count: 21
  • Die Wd: 80 µm
  • Chip area: 0.00640 mm²
  • Floorplan utilization: around a fifth
  • Core area: 0.00342 mm²

Synth
  • Cell Type Count: 19
  • Chip area line of the yosys report: roughly 640 µm²
  • Ys cells: 95
  • Yosys Warn Count: 1
  • Synthesized area: approximately 640 µm²
  • Post-Syn Instances: 95
  • Syn Area/Cell: 6.72 µm²
  • Post-synth seq share: 0%

Run
  • Total tool warning count: 46
  • Max-cap violation count: 0

Min path
  • Worst hold path type: in -> out
  • HP Start: min[2]

Status
  • Status: finished with violations
  • Failing checks: setup timing

Clocking
  • Post-CTS Hold Buffers: 0
## metrics by stage
stage               utilization, %  cell area [µm²]  setup slack, ns
detailed placement            33.1             1130           -0.965
global placement              33.1             1130           -0.969
global route                  47.9             1640           -0.313
floorplan                        -              638           0.0245
CTS                           44.4             1520           -0.219
finish                        47.9             1640           -0.274
## Yosys cell counts
master | count | area, µm²
a21oi_1 | 18 | 90.1
a21oi_2 | 2 | 17.5
a22oi_1 | 1 | 7.51
a2bb2oi_2 | 2 | 30.0
a31oi_1 | 3 | 18.8
buf_4 | 1 | 7.51
buf_6 | 2 | 22.5
ha_1 | 15 | 188
inv_1 | 7 | 26.3
inv_2 | 3 | 11.3
nand2_1 | 1 | 3.75
nand2b_1 | 9 | 56.3
nand2b_4 | 1 | 13.8
nor2_1 | 19 | 71.3
nor2_2 | 3 | 18.8
nor2b_2 | 2 | 17.5
o21ai_0 | 2 | 10.0
or2_1 | 3 | 18.8
xor2_1 | 1 | 8.76
## report_power, final
group | total [mW] | internal [mW] | switching [mW]
clock | 0 | 0 | 0
combinational | 0.612 | 0.352 | 0.260
sequential | 0 | 0 | 0
total | 0.612 | 0.352 | 0.260
## worst min-delay path by stage
| stage | cells after the start | slack [ns] | endpoint |
|---|---|---|---|
| after CTS | 4 | 0.78 | min_segs[0] |
| after global routing | 4 | 0.80 | min_segs[0] |
| final | 4 | 0.76 | min_segs[0] |
## placed cells by master (no fill, tap or decap), types with 4 or more instances in the layout
cell type | synthesis | final
a21oi_2 | 2 | 12
buf_2 | 0 | 21
buf_4 | 1 | 25
inv_8 | 0 | 5
buf_8 | 0 | 6
ha_4 | 0 | 13
nand2b_4 | 1 | 8
nor2_4 | 0 | 5
buf_6 | 2 | 12
nor2_1 | 19 | 14
buf_12 | 0 | 4
a21oi_1 | 18 | 7
inv_2 | 3 | 4
## logic make-up (layout without fill, tap and decap cells)
logic type / Yosys count / count (layout) / share of synthesized area, %
adder cells (fa/ha/maj): 15 / 15 / 29.4
XOR/XNOR: 1 / 1 / 1.37
AND-OR/OR-AND: 28 / 28 / 27.3
buffers and inverters: 13 / 80 / 10.6
AND/OR/NAND/NOR: 38 / 38 / 31.4
## area by class of cell
| type | count | share of cell area, % |
|---|---|---|
| Tap cell | 46 | 3.52 |
| Inverter | 10 | 4.89 |
| Timing Repair Buffer | 70 | 37.4 |
| Multi-Input combinational cell | 82 | 54.2 |
## per-layer routing
metal / GRT usage (%) / vias to the layer above / share of wire, % / wire length [µm]
met5: 0 / - / 0 / 0
met4: 0.528 / 0 / 0 / 0
met3: 2.16 / 0 / 6.9 / 178
met2: 12.4 / 23 / 43 / 1100
met1: 11.4 / 402 / 50 / 1310
li1: - / 455 / - / -
## worst min-delay path: stages
cell and delay, ns:
buf_4 0.11, a21oi_2 0.05, nor2_1 0.07, buf_2 0.09
## timing repair
item,CTS,global route
buffers inserted,17,3
pin swaps,37,22
endpoints found under the setup margin,21,20
cloned,0,0
gates resized,206,29
Power figures rest on the tool's default switching activity, not on a simulated workload.
