### config.mk
export PLATFORM = sky130hd
export DESIGN_NAME = clk_div
export DESIGN_NICKNAME = clk_div
export VERILOG_FILES = /design/flow/design.v
export SDC_FILE = /design/flow/constraint.sdc
export NUM_CORES = 4
export LEC_CHECK = 1
export CORE_AREA = 10 10 70 70
export DIE_AREA = 0 0 80 80
### constraint.sdc
current_design clk_div

set clk_period 2.0
set clk_io_pct 0.2

create_clock -name clk0 -period $clk_period [get_ports {clk}]

set non_clock_inputs [all_inputs -no_clocks]
set_input_delay [expr $clk_period * $clk_io_pct] -clock clk0 $non_clock_inputs
set_output_delay [expr $clk_period * $clk_io_pct] -clock clk0 [all_outputs]
### design.v
module clk_div 
#( 
parameter WIDTH = 6, 
parameter N = 50
)
(input wire clk, output wire clk_out);
reg [WIDTH-1:0] r_reg;
wire [WIDTH-1:0] r_nxt;
reg clk_track;
initial r_reg = 0;
initial clk_track = 1'b0;
always @(posedge clk)
 begin
    if (r_nxt == N)
 	   begin
	     r_reg <= 0;
	     clk_track <= ~clk_track;
	   end  
    else begin
      r_reg <= r_nxt;
    end
end
 assign r_nxt = r_reg+1;   	      
 assign clk_out = clk_track;
endmodule
### run.sh
#!/bin/bash
# OpenROAD 26Q1-2900-gdf79404cd8, Yosys 0.63+post, stock flow scripts
make -C /OpenROAD-flow-scripts/flow DESIGN_CONFIG=/design/flow/config.mk WORK_HOME=/design/flow/orfs finish
==> results_slide.txt <==
Physical Implementation Snapshot

Pwr
  • Net switching component of the power: 0.0000600 W
  • Power density over cell area: 579 mW/mm2
  • Cell-internal power: 0.000219 W
  • Leakage: 0.163 nW
  • Switching Fraction: 21.5%
  • Clock group share of total power: 49.0%
  • Share of total power in combinational logic: 0%
  • Sequential group share of total power: 51.0%
  • Worst voltage drop across the vdd grid: 0.252 mV

Worst setup path
  • Origin of the critical flop-to-flop path: r_reg[0]
  • Largest delay contributor family on the critical path: buffers and inverters
  • Slowest-stage cell, CP: sky130_fd_sc_hd__clkdlybuf4s50_1
  • Crit path from: clk_track
  • Number of buffers and inverters on the critical path: 1
  • CP startpoint kind: flip-flop
  • Worst Path Max Fanout: 2
  • Kind of end point of the critical path: output pin
  • Required time reported for the critical path endpoint: 1.60 ns
  • Startpoint-to-endpoint class of the critical path: flip-flop to output pin
  • Cell-by-cell listing of the critical path: clkdlybuf4s50_1
  • Critical Path Max Stage Delay: 0.47 ns
  • Arrival time reported for the critical path endpoint: 1.07 ns

Logic synthesis
  • Flip-flop and latch count after synthesis: 7
  • Top cells, area: sky130_fd_sc_hd__dfxtp_1, sky130_fd_sc_hd__edfxtp_1, sky130_fd_sc_hd__ha_1
  • Post-synth top flop: sky130_fd_sc_hd__dfxtp_1
  • Synth Instances: 45
  • Post-synthesis cell area: 393 um2
  • Synthesized area divided by synthesized cell count: 8.73 um2
  • Seq share, synth: 38.2%
  • List of most frequent post-synthesis cells: sky130_fd_sc_hd__dfxtp_1, sky130_fd_sc_hd__nand2_1, sky130_fd_sc_hd__a211oi_1, sky130_fd_sc_hd__inv_1
  • Number of enable-type register cells in the synthesized netlist: 1
  • Chip area from the yosys synthesis statistics: 393 um2
  • Synth async-reset ratio: 0%
  • Yosys cell count: 45
  • Post-synthesis cell type with the largest instance count: sky130_fd_sc_hd__dfxtp_1
  • Library cell with the largest summed area after synthesis: sky130_fd_sc_hd__dfxtp_1
  • Warnings, synthesis: 1
  • Count of cell types in the netlist: 27
  • Max-area cell share: 30.6%

Placed design
  • Estimated wirelength of the detail-placed design: 539 um
  • Buffers added on ports: 1
  • Dpl cells: 91
  • Routability congestion estimate: 0.884

Clock network
  • # Post-CTS Setup Buffers: 0
  • Cts-stage hold buffer count: 0
  • Latest clock arrival within the worst-skew pair: 0.26 ns
  • Clock buffers created by TritonCTS: 3
  • Sinks on Clock Net: 7
  • Clk slew on worst S/H paths: 0.05 ns
  • Cell chosen for the clock root: sky130_fd_sc_hd__clkbuf_4
  • TritonCTS clock tree: built
  • Gates resized, CTS repair: 0
  • H-tree levels: 1
  • Largest buffer count on any clock path: 2

Timing
  • Count of endpoints failing hold in the final timing report: 0
  • Max transition margin: 82.1%
  • RSZ-0062 raised after global routing: no
  • Count of final max-slew check failures: 0
  • Final Cycle Share: 73.3%
  • Final-layout setup total negative slack: 0 ns
  • Worst Tran Pin Value: 0.267 ns
  • Post-route clock skew: 0.00152 ns
  • F_max: 0.682 GHz
  • Final critical delay including setup and external delays: 1.47 ns
  • Final tally of setup violations: 0

Detailed routing
  • Final Routed Wirelength: 737 um
  • Total via count in the routed design: 332
  • Ant diodes: 0
  • Ratio of routed vias to standard cells: 3.49
  • First drt pass iteration count: 4
  • DRC violation count after routing: 0
  • Number of routed nets with antenna violations: 0
  • Final routed wire length divided by cell count: 7.76 um
  • Drt initial violations: 16

Floorplanning
  • Standard-cell rows: 21
  • Die X: 80 um
  • Effective utilization at floorplan: 11.5%
  • Die outline height: 80 um
  • Die Outline Area: 0.00640 mm2
  • Core footprint: 0.00342 mm2
  • IO Count: 2

Global routing
  • Overflow left after global routing: 0
  • Combined global-route utilization of all metal layers: 2.53%
  • First-pass GRT wire length: 1.37 mm
  • Vias in the first global route: 323
  • Antenna violations before repair: 0
  • Largest net degree at the start of global routing: 9

Hold path
  • Class of the tightest hold or removal check: flip-flop to flip-flop
  • Startpoint of the worst hold path: r_reg[0]

Cells and area
  • Area Overhead vs Synth: 22.6%
  • Share of cells above drive strength 1: 12.2%
  • Filler Cell Count: 397
  • Max FFs per register: 6
  • Final cell count without fillers: 95

Run
  • Max-capacitance violation count: 0
  • OpenROAD warning count: 26

Outcome
  • Run status: finished, final reports clean
## placed cells by master (no fill, tap or decap), types with 2 or more instances in the layout
master and count:
sky130_fd_sc_hd__nor2_1 2, sky130_fd_sc_hd__dfxtp_1 6, sky130_fd_sc_hd__nand2_1 5, sky130_fd_sc_hd__ha_1 2, sky130_fd_sc_hd__a211oi_1 3, sky130_fd_sc_hd__and3_1 2, sky130_fd_sc_hd__a31oi_1 2, sky130_fd_sc_hd__inv_1 3
sky130_fd_sc_hd__o21ai_1 2, sky130_fd_sc_hd__clkbuf_4 3
## layout make-up
class,instances,area (um2),area share [%]
Sequential cell,7,150,31.2
Timing Repair Buffer,1,10.0,2.08
Tap cell,46,57.6,11.9
Multi-Input combinational cell,33,223,46.2
Inverter,4,15.0,3.12
Clock buffer,4,26.3,5.45
## power groups by stage
stage     clock (W)  combinational, W  sequential [W]
4_1_cts    0.000136   0.0000000000885        0.000142
5_1_grt    0.000145   0.0000000000885        0.000142
6_report   0.000137   0.0000000000885        0.000142
## stage by stage
step                cell area, um2  utilization, %  setup WS [ns]  power (W)  hold WS [ns]
floorplan                      393               -          0.685   0.000145         0.477
global placement               455            13.3          0.636   0.000145         0.493
detailed placement             455            13.3          0.609   0.000145         0.508
CTS                            482            14.1          0.517   0.000279         0.523
global route                   482            14.1          0.449   0.000287         0.589
finish                         482            14.1          0.534   0.000279         0.526
## metal layers
metal / up-vias / global-route usage [%] / routed length [um]
li1: 170 / - / -
met5: - / 0 / 0
met3: 3 / 1.14 / 45
met4: 0 / 0.704 / 25
met1: 151 / 3.16 / 349
met2: 8 / 3.85 / 317
## final timing paths
kind / slack (ns) / cells past startpoint / endpoint
max: 0.53 / 1 / clk_out
min: 0.53 / 1 / r_reg[0]
max reg2reg: 0.59 / 4 / clk_track
min reg2reg: 0.53 / 1 / r_reg[0]
## kinds of logic after synthesis
group	count (synthesis)	share of synthesized area, %
AND-OR/OR-AND	12	21.3
AND/OR/NAND/NOR	17	24.5
buffers and inverters	5	5.09
flip-flops	7	38.2
XOR/XNOR	2	4.46
adder cells (fa/ha/maj)	2	6.37
Power is estimated from default activity; no workload was simulated.
